==> design.v <==
`timescale 1ns/10ps
module regfile_sipo (clk, rst, reg_enable, reg_write, src_addr, write_addr,
					 write_data, src1, src2, src3);
input						clk;
input						rst;
input						reg_enable;
input 						reg_write;
input	[7-1:0]		src_addr;
input	[7-1:0]		write_addr;
input	[32-1:0]		write_data;
output	[32-1:0]		src1;
output	[32-1:0]		src2;
output  [32-1:0]     src3;
reg		[32-1:0]		src1;
reg		[32-1:0]		src2;
reg     [32-1:0]     src3;
reg		[32-1:0]		REG	[128-1:0];
integer i;
always@(posedge clk)begin
	if(rst)begin
		for(i=0;i<128;i=i+1)
			REG[i] <= 32'b0;
		src1 <= 32'b0;
		src2 <= 32'b0;
		src3 <= 32'b0;
		end
	else begin
		if(reg_enable)begin
			if(reg_write)
				REG[write_addr] <= write_data;
			else begin
				src1 <= REG[src_addr];
				src2 <= REG[src_addr+1];
				src3 <= REG[src_addr+2];
				end
			end
		else begin
			src1 <= 32'b0;
			src2 <= 32'b0;
			src3 <= 32'b0;
			end
		end
	end
endmodule
==> run.sh <==
#!/bin/bash
# OpenROAD 26Q1-2900-gdf79404cd8, Yosys 0.63+post, stock flow scripts
make -C /OpenROAD-flow-scripts/flow DESIGN_CONFIG=/design/flow/config.mk WORK_HOME=/design/flow/orfs finish
==> config.mk <==
export PLATFORM = sky130hd
export DESIGN_NAME = regfile_sipo
export DESIGN_NICKNAME = regfile_sipo
export VERILOG_FILES = /design/flow/design.v
export SDC_FILE = /design/flow/constraint.sdc
export NUM_CORES = 4
export LEC_CHECK = 1
export CORE_UTILIZATION = 50
==> constraint.sdc <==
current_design regfile_sipo

set clk_period 34.3
set clk_io_pct 0.2

create_clock -name clk0 -period $clk_period [get_ports {clk}]

set non_clock_inputs [all_inputs -no_clocks]
set_input_delay [expr $clk_period * $clk_io_pct] -clock clk0 $non_clock_inputs
set_output_delay [expr $clk_period * $clk_io_pct] -clock clk0 [all_outputs]
==> job_summary.md <==
### Yosys + OpenROAD results

| Metric | Value |
|---|---|
| Clk latency of the worst-skew pair | `1.10 ns` |
| Hold WC Path Type | `reg -> reg` |
| Failing checks | `capacitance limit, slew limit` |
| Port-buffer cells | `145` |
| Worst Path Class, Setup | `in -> reg` |
| Bufs on Longest Clock Path | `4` |
| Mean area per synthesized cell | `15.67 um2` |
| Placed cells | `22100` |
| Detailed-route DRC error count | `0` |
| #FFs+latches synth | `4192` |
| Non-filler instance count after layout | `23390` |
| 1st-pass router iterations | `6` |
| DIE WIDTH | `714.8 um` |
| Yosys warns | `1` |
| # H-tree levels | `5` |
| Worst vdd ir | `48.12 uV` |
| Yosys cell types | `75` |
| Final GP Congestion | `1.106` |
| Die ar. | `510900 um2` |
| Slew Limit Fails | `10` |
| Design Area, Final | `281300 um2` |
| Setup Buffers After CTS | `0` |
| P_leak | `0.09370 uW` |
| Syn-to-layout area delta | `10.75%` |
| Drt first-iter violations | `15020` |
| Most used flip-flop cell | `edfxtp_1` |
| Top logic cells by instance count in the layout | `and2_1, edfxtp_1, mux4_2` |
| Critical Path RT | `35.22 ns` |
| Sink Count | `4192` |
| Top-area cell share | `48.42%` |
| Clock Skew | `0.05250 ns` |
| Status | `finished, violations left` |
| Mapped Area | `254000 um2` |
| Core area | `505500 um2` |
| Final min period | `13.65 ns` |
| Critical Path Sink Type | `flop` |
| Met3 global-route usage | `50.72%` |
| # Cells Yosys | `16210` |
| Worst Path Arrival | `14.56 ns` |
| Gr ovfl total | `0` |
| Post-synth EDFFs | `4096` |
| Vias | `169600` |
| Hold Vio Cnt, Final | `0` |
| Root Driver | `clkbuf_16` |
| Syn Inst Count | `16210` |
| Largest fanout on the critical path | `45` |
| TritonCTS clock tree | `yes` |
| Row count | `261` |
| Core Util at FP | `50.25%` |
| Vias per inst | `7.253` |
| Layout cells sized above 1 | `34.77%` |
| Register clock-pin slew on the reported worst setup and hold paths | `0.07 ns` |
| CTS resizes | `0` |
| Routed length per instance | `49.30 um` |
| Die y size | `714.8 um` |
| Met2 GRT Util | `60.89%` |
| Gr busiest metal | `met2` |
| Overall Global Routing Usage | `50.64%` |
| Dominant cells by area after synthesis | `edfxtp_1, mux4_2, and2_1, clkbuf_1, mux2i_1` |
| Relative slew slack | `-6.864%` |
| First-pass GRT wire length | `1534000 um` |
| Tightest Pin Transition | `1.598 ns` |
| Cell taking the most area after synthesis | `edfxtp_1` |
| Seq share, synth | `49.18%` |
| TritonCTS buffer count | `475` |
| Wirelength, routed | `1153000 um` |
| Area after DPL | `264300 um2` |
| GR Util met1 | `50.14%` |
| Tool Warnings | `38` |
| Fin worst setup slack | `20.65 ns` |
| Crit path launch type | `primary input` |
| Setup_tns | `0 ns` |
| Setup Viol. Count Final | `0` |
| Top-Level Pins | `146` |
| Synthesis area per yosys | `254000 um2` |
| Post-Place Setup Slack | `19.76 ns` |
| Final ANT Viol Nets | `0` |
| Max Cap Viol | `5` |
| CTS Hold Bufs | `0` |
| Asr flop ratio synth | `0%` |
| Largest net degree at the start of global routing | `107` |
| RSZ-0062 raised after global routing | `no` |
| Vias in the first global route | `177300` |
| Fmax | `73.27 MHz` |
| Post-DP HPWL | `747200 um` |
| Total power | `13970 uW` |
| Period utilization | `39.79%` |
| Top cell excl fill/tap | `and2_1` |
| Initial antenna violation count | `194` |
| Power Density | `49.67 nW/um2` |
==> power breakdown <==
part           switching, uW  internal [uW]  total [uW]
clock network           2210           3100        5300
logic                   1580            983        2560
registers                225           5880        6110
==> worst max-delay path, cell delays in order <==
cell and delay, ns:
buf_16 0.27, buf_4 0.68, buf_4 0.67, buf_4 0.64, buf_4 0.74, buf_4 0.66, mux4_2 0.60, mux4_2 0.51
nor2_1 0.81, a311oi_1 0.47, buf_4 0.29, a2111oi_1 0.97, a2111oi_1 0.11
==> cells by family after synthesis <==
group / Yosys count / synth area share, %
simple gates: 5493 / 12.70
flops: 4192 / 49.18
mux: 3863 / 32.60
buf+inv: 1900 / 3.330
compound gates: 754 / 2.148
xor+xnor: 10 / 0.04039
fa+ha+maj: 2 / 0.009850
==> sequential cells by signal, indices dropped and copies added, names as in the netlist <==
register / count
REG: 4096
src1: 32
src2: 32
src3: 32
==> per-stage QoR <==
step / util [%] / hold slack [ns]
2_1_floorplan: - / 0.4014
3_3_place_gp: 52.28 / 0.5462
3_5_place_dp: 52.29 / 0.5680
4_1_cts: 55.45 / 0.5824
5_1_grt: 55.59 / 0.5839
6_report: 55.65 / 0.5766
==> metal layers <==
metal	up-vias	share of wire [%]
li1	64500	-
met5	-	1.5
met3	3578	24
met1	83590	26
met2	17680	40
met4	297	8.9
==> path summary, 6_finish.rpt <==
path | start | to | slack [ns] | cells past startpoint
worst max-delay path | src_addr[0] | src3[2] | 20.65 | 13
worst min-delay path | src1[22] | src1[22] | 0.58 | 1
worst max register to register | REG[29][2] | src3[2] | 30.03 | 7
worst min register to register | src1[22] | src1[22] | 0.58 | 1
==> layout make-up <==
cell class                      count  area, um2
Fill cell                       37740     224200
Sequential cell                  4192     124900
Multi-Input combinational cell  10120     122300
Clock buffer                      584      12620
Timing Repair Buffer             1079       8781
Tap cell                         6706       8391
Clock inverter                    305       3344
Antenna cell                      397      993.5
Inverter                            4      27.53
==> cells in the mapped netlist, types with 20 or more instances <==
cell type  number
nor4_1         71
nor3_1         35
dfxtp_1        96
buf_4         133
edfxtp_1     4096
mux4_2       3521
nor2_1        203
a211oi_1       42
nand4_1        56
a32oi_1        26
a31oi_1        22
or2_2         148
nand2_1       569
buf_1          82
buf_6          45
a22oi_1       190
a21oi_1        98
o22ai_1        88
nand3_1       158
mux2_2         68
clkbuf_1     1252
and2_1       4123
a221oi_1       20
o221ai_1       25
o211ai_1       46
mux2i_1       274
o21ai_0        40
and3_1         77
o31ai_1        31
buf_2         382
Power is estimated from default activity; no workload was simulated.
