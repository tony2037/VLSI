<file path="flow/config.mk">
export PLATFORM = sky130hd
export DESIGN_NAME = top
export DESIGN_NICKNAME = top
export VERILOG_FILES = /design/flow/design.v
export SDC_FILE = /design/flow/constraint.sdc
export NUM_CORES = 4
export LEC_CHECK = 1
export CORE_UTILIZATION = 50
</file>
<file path="flow/run.sh">
#!/bin/bash
# OpenROAD 26Q1-2900-gdf79404cd8, Yosys 0.63+post, stock flow scripts
make -C /OpenROAD-flow-scripts/flow DESIGN_CONFIG=/design/flow/config.mk WORK_HOME=/design/flow/orfs finish
</file>
<file path="flow/constraint.sdc">
current_design top

set clk_period 22.7
set clk_io_pct 0.2

create_clock -name clk0 -period $clk_period [get_ports {clk}]

set non_clock_inputs [all_inputs -no_clocks]
set_input_delay [expr $clk_period * $clk_io_pct] -clock clk0 $non_clock_inputs
set_output_delay [expr $clk_period * $clk_io_pct] -clock clk0 [all_outputs]
</file>
<file path="flow/design.v">
module grayscale(
  input clk,
  input rst,
  input en,
  input [23:0] d,
  output reg [7:0] q
  );
wire [11:0] r;
wire [11:0] g;
wire [11:0] b;
assign r = { 4'b0000, d[7:0] };
assign g = { 4'b0000, d[15:8] };
assign b = { 4'b0000, d[23:16]};
wire [11:0] y_r;
wire [11:0] y_g;
wire [11:0] y_b;
assign y_r=(r<<2)+r;
assign y_g = (g<<3) + g;
assign y_b = (b << 1);
wire [11:0] total; 
assign total = y_r + y_g + y_b; 
always @(posedge rst or posedge clk)begin
  if(rst) q <= 8'b0;
  else begin
    if(en)
      q <= total[11:4];
  end
end
endmodule
module controller(clk,
                  rst,
                  en_in_mem,
                  in_mem_addr,
                  en_gray,
				  mux_sel,
                  en_out_mem,
				  out_mem_read,
				  out_mem_write,
                  out_mem_addr,
				  en_err_dif,
				  err_dif_addr,
				  done
                  );
  input 		clk;
  input 		rst;
  output  		en_in_mem;
  output [31:0]	in_mem_addr;
  output 		en_gray;
  output  		mux_sel;
  output 		en_out_mem;
  output        out_mem_read;
  output        out_mem_write;
  output [31:0]	out_mem_addr;
  output  		en_err_dif;
  output [2:0]	err_dif_addr;
  output 		done; 
  reg  		en_in_mem;
  reg [31:0]	in_mem_addr;
  reg 		en_gray;
  reg  		mux_sel;
  reg 		en_out_mem;
  reg        out_mem_read;
  reg        out_mem_write;
  reg [31:0]	out_mem_addr;
  reg  		en_err_dif;
  reg [2:0]	err_dif_addr;
  reg 		done;
  reg [3:0] cstate;
  reg [3:0] nstate;
  reg [31:0]  in_mem_addr_next;	 
  parameter S_reset = 4'b0000,
          S_in_mem = 4'b0001,
          S_grayscale = 4'b0010,
          S_writeback = 4'b0011,
	  S_branch1 = 4'b0100,
	  S_FS_read = 4'b0101,
	  S_err_dif = 4'b0110,
	  S_FS_writeback = 4'b0111,
	  S_branch2 = 4'b1000,
	  S_done = 4'b1001;
  reg [31:0] Center;
  reg [31:0]  errdif5[4:0];	 
  reg [19:0]  traverler;	 
  reg [9:0]  traverler_counter;  
  reg [31:0]    dirty;	 
  reg err_dif_done;
  reg [3:0]df_addr;
  reg FS_read_done;
always @(posedge clk or posedge rst) begin
    if (rst)
      cstate <= S_reset;
    else
      cstate <= nstate;
end
always @(posedge clk or posedge rst)begin
	if(rst)begin
	in_mem_addr <= 0;
	in_mem_addr_next <= 0;
	end
	else if (cstate == S_writeback)begin
	in_mem_addr_next <= in_mem_addr;
	end
	else if (cstate == S_branch1)begin
	in_mem_addr <= in_mem_addr_next + 1;
	end
end
always @(posedge clk or posedge rst)begin
	if(rst)begin
	err_dif_addr <= -1;	 
	end
	else if (cstate == S_FS_read)begin
	err_dif_addr <=(err_dif_addr < 4)?(err_dif_addr + 1):0; 
	end
	else if (cstate == S_FS_writeback)begin
	err_dif_addr <=(err_dif_addr < 4)?(err_dif_addr + 1):0; 
	end
end
always @(posedge clk or posedge rst)begin
	if(rst)begin
	Center <= 479200;  
	dirty <= 799;	 
	end
	else if(cstate == S_branch2)begin
	Center <= ((Center % 800) == 799)?(Center - 1599): Center + 1;	 
	end
end
always @(*)begin
	if(rst)begin
	end
	else if(cstate == S_FS_read)begin
	errdif5[0] = Center;
	errdif5[1] = (((Center)%800)==799)?dirty:(Center+1);
	errdif5[2] = ((Center<800) || ((Center%800) == 0))?dirty:(Center - 800 -1) ;
	errdif5[3] = (Center<800)? dirty:(Center -800);
	errdif5[4] = ((Center<800) || ((Center%800)==799))?dirty:(Center -800 +1);
	end
end
always @(posedge clk or posedge rst)begin
	if(rst)begin
	FS_read_done = 0;
	end
end
always @(*) begin
    case (cstate)
      S_reset:
      begin
        en_in_mem = 0;
	en_gray = 0;
	en_out_mem = 0;
	out_mem_read = 0;
	out_mem_write = 0;
	en_err_dif =0;
	mux_sel = 0;
	done = 0;
	nstate = S_in_mem;
      end
      S_in_mem:
      begin
        en_in_mem = 1;
	en_gray = 0;
	en_out_mem = 0;
	out_mem_read = 0;
	out_mem_write = 0;
	en_err_dif =0;
	mux_sel = 0;
	done = 0;
	nstate = S_grayscale;
      end
      S_grayscale:
      begin
        en_in_mem = 0;
	en_gray = 1;
	en_out_mem = 0;
	out_mem_read = 0;
	out_mem_write = 0;
	en_err_dif =0;
	mux_sel = 0;
	done = 0;
	nstate = S_writeback;
      end
      S_writeback:
      begin
        en_in_mem = 0;
	en_gray = 0;
	en_out_mem = 1;
	out_mem_read = 0;
	out_mem_write = 1;
	en_err_dif =0;
	mux_sel = 0;
	done = 0;
	nstate = S_branch1;
        out_mem_addr = in_mem_addr;
      end
      S_branch1:
      begin
        en_in_mem = 0;
	en_gray = 0;
	en_out_mem = 0;
	out_mem_read = 0;
	out_mem_write = 0;
	en_err_dif =0;
	mux_sel = 0;
	done = 0;
	nstate = (in_mem_addr>= 32'd479999)?S_FS_read:S_in_mem;
      end
      S_FS_read:
      begin
        en_in_mem = 1;
	en_gray = 0;
	en_out_mem = 1;
	out_mem_read = 1;
	out_mem_write = 0;
	en_err_dif =0;
	mux_sel = 1;
	done = 0;
	out_mem_addr = errdif5[err_dif_addr];
	nstate = (err_dif_addr == 4)?S_FS_writeback:S_FS_read;
      end
      S_FS_writeback:
      begin
        en_in_mem = 0;
	en_gray = 0;
	en_out_mem = 1;
	out_mem_read = 0;
	out_mem_write = 1;
	en_err_dif = 1;
	mux_sel = 1;
	done = 0;
	out_mem_addr = errdif5[err_dif_addr];
	nstate = (err_dif_addr ==4)?S_branch2:S_FS_writeback;
      end
      S_branch2:
      begin
        en_in_mem = 0;
	en_gray = 0;
	en_out_mem = 0;
	out_mem_read = 0;
	out_mem_write = 0;
	en_err_dif =0;
	mux_sel = 1;
	done = 0;
	nstate = (Center==799)?S_done:S_FS_read;
      end
      S_done:
      begin
        en_in_mem = 0;
	en_gray = 0;
	en_out_mem = 0;
	out_mem_read = 0;
	out_mem_write = 0;
	en_err_dif =0;
	mux_sel = 1;
	done = 1;
      end
    endcase
end
endmodule
`timescale 1ns/10ps
module err_dif(clk, rst, en , addr, d , q);
input				  clk;
input		                  rst;
input                             en;
input  [2:0]                      addr;
input  [8-1:0]	  d;
output   [8-1:0]	  q;
reg [8+4-1:0] error1, error3, error5, error7; 
reg addsub;
reg [8-1:0] q;
reg [8-1:0]   Out_C_pixel,Out_R_pixel,Out_LL_pixel,Out_LC_pixel,Out_LR_pixel;
always@(*)begin
	if(rst)begin
		q = 8'b00000000;
                Out_C_pixel = 8'b0;
                Out_R_pixel = 8'b0;
                Out_LL_pixel = 8'b0;
                Out_LC_pixel = 8'b0;
                Out_LR_pixel = 8'b0;
	end
        else begin
        if(en==0)begin
          case(addr)
            3'b000:begin
                   if(d[8-1]==1)begin
                     Out_C_pixel = 8'd255;
                     error1 = (12'b111111111111&(8'b11111111-d));
                     error3 = (12'b111111111111&(8'b11111111-d)*3);
                     error5 = (12'b111111111111&(8'b11111111-d)*5);
                     error7 = (12'b111111111111&(8'b11111111-d)*7);
                     addsub = 1'b1;
                   end
                   else begin
                     Out_C_pixel = 8'b0;
                     error1 = (12'b111111111111&d);
                     error3 = (12'b111111111111&(d*3));
                     error5 = (12'b111111111111&(d*5));
                     error7 = (12'b111111111111&(d*7));
                     addsub = 1'b0;
                   end
                   end
            3'b001:begin
                   if(addsub)begin
                     if(d>error7[11:4])Out_R_pixel=d-error7[11:4];
	             else Out_R_pixel=8'b00000000;
                   end
                   else begin
                     if({1'b0,d}+{1'b0,error7[11:4]}<255)Out_R_pixel=d+error7[11:4];
		     else Out_R_pixel=8'b11111111;
                   end
                   end
            3'b010:begin
                   if(addsub)begin
                     if(d>error3[11:4])Out_LL_pixel=d-error3[11:4];
		     else Out_LL_pixel=8'b00000000;
                   end
                   else begin
                     if({1'b0,d}+{1'b0,error7[11:4]}<255)Out_LL_pixel=d+error3[11:4];
		     else Out_LL_pixel=8'b11111111;
                   end
                   end
            3'b011:begin
                   if(addsub)begin
                     if(d>error5[11:4])Out_LC_pixel=d-error5[11:4];
		     else Out_LC_pixel=8'b00000000;
                   end
                   else begin
                     if({1'b0,d}+{1'b0,error7[11:4]}<255)Out_LC_pixel=d+error5[11:4];
		     else Out_LC_pixel=8'b11111111;
                   end
                   end
            3'b100:begin
                   if(addsub)begin
                     if(d>error1[11:4])Out_LR_pixel=d-error1[11:4];
		     else Out_LR_pixel=8'b00000000;
                   end
                   else begin
                     if({1'b0,d}+{1'b0,error7[11:4]}<255)Out_LR_pixel=d+error1[11:4];
		     else Out_LR_pixel=8'b11111111;
                   end
                   end 
            endcase
          end
          else begin
              case(addr)
                3'b000:q = Out_C_pixel;
                3'b001:q = Out_R_pixel;
                3'b010:q = Out_LL_pixel;
                3'b011:q = Out_LC_pixel;
                3'b100:q = Out_LR_pixel;
              endcase
          end
        end
end
endmodule
module top(clk,
           rst,
           done,
		   in_mem_data,
		   out_mem_data,
		   mux_data,
		   en_in_mem,
		   in_mem_addr,
		   en_out_mem,
		   out_mem_addr,
		   out_mem_read,
		   out_mem_write
		   );
  input  clk;
  input  rst;  
  input  [23:0]  in_mem_data;
  input  [7:0]   out_mem_data;
  output [7:0]   mux_data;  
  output         en_in_mem;
  output [31:0]  in_mem_addr;
  output         en_out_mem;
  output [31:0]  out_mem_addr;
  output         out_mem_read;
  output         out_mem_write;  
  output done;
  wire [7:0]   gray_data;
  wire [7:0]   err_dif_data;
  wire         en_gray;
  wire         mux_sel;
  wire         en_err_dif;
  wire [2:0]   err_dif_addr;
  wire         done;  
assign mux_data=(mux_sel)?err_dif_data:gray_data;
  grayscale gray(.clk(clk),
                 .rst(rst),
                 .en(en_gray),
                 .d(in_mem_data),
                 .q(gray_data)
				 );
  err_dif ed(.clk(clk),
		     .rst(rst),
			 .en(en_err_dif),
		 	 .addr(err_dif_addr),
			 .d(out_mem_data),
			 .q(err_dif_data)
			 );
  controller ctrl(.clk(clk),
                  .rst(rst),
                  .en_in_mem(en_in_mem),
                  .in_mem_addr(in_mem_addr),
                  .en_gray(en_gray),
				  .mux_sel(mux_sel),
                  .en_out_mem(en_out_mem),
				  .out_mem_read(out_mem_read),
				  .out_mem_write(out_mem_write),
                  .out_mem_addr(out_mem_addr),
				  .en_err_dif(en_err_dif),
				  .err_dif_addr(err_dif_addr),
				  .done(done)
                  );
endmodule
</file>
==> summary.txt <==
yosys + openroad results -> crit path DAT 19120 ps, io pins approximately 110, ys cells slightly above 3000, fp util 0.5101, RSZ-0062 raised after global routing no, layout cells sized above 1 0.07614, Slew Viols, Final 0, Mapped Area 24510 um2, Longest Clk Path Bufs 2, largest net degree at the start of global routing ~93, cell type with the largest total area dlxtn_1, Top cells by area dlxtn_1 16%, dfrtp_1 9.9%, ha_1 6.5%, IO Port Bufs 110, xor/xnor share 0.08995, average wire per standard cell 18.89 um, Synth flops roughly 380, Adder Area Share 0.09230, vias post-DR ~23000, Avg Cell Area, Syn 7.868 um2, first-pass GRT wire length between 100 and 150 mm, Max Freq 0.05314 GHz, DRT antenna net count 0, Hold Fails Final Rpt 0, initial antenna violation count 0, cell count after synthesis 3115, Hold Path Class flop to flop, Die ar. 49910 um2, grt ovf 0, hpwl dp 53.00 mm, worst setup margin 3883 ps, Top-area cell share 0.1648, CTS Buf Count 9, Leak 0.01167 uW, status complete, no violations, CTS Hold Bufs 0, CTS tree built, Clock Pin Slew Worst Setup and Hold Paths 90 ps, Cell variety after synth 126, Residual DRC 0, power per standard cell area approximately 24 nW/um2, Worst path max stage delay 780 ps, Insertion Delay late pin 380 ps, Worst-Margin Slew 947.2 ps, MaxCap Viol Count 0, Final setup viols 0, and+or+nand+nor area frac 0.2208, DR pass1 iterations 7, DR iter-0 viols 1396, cell row count 80, Critical Path Start Type flop, Setup crit end kind flop, Die W roughly 220 um, ys flop type dlxtn_1, vias in the first global route about 21000, register pins left without a clock 269, Resize count post-CTS 0, yosys warns 4, number of unconstrained endpoints around 300, MUX area fraction 0.04324, die height 223.4 um, setup TNS 0 ps, CORE AREA 48050 um2, peak supply drop 0.03647 mV, Vias/cell 6.044, fin crit period 18820 ps, antenna cells 0, Req. time, crit path 23000 ps, Overall Global Routing Usage 0.2910, Total Routed Length 70.67 mm, CTS Root Cell clkbuf_16, compound-cell area share of the yosys netlist 0.2257, gpl congestion 0.9410, Log Warnings 78, EDFF count, synth 0, Yosys Chip Area ~25000 um2, max_slew headroom 0.3597, critical path type flop to flop, area delta synth->final 7.826%, asr flop ratio synth 0.2921, Critical Path Most Common Cell a211oi_1, crit share post-route 0.8289, CP max-delay cell nor4b_1, Post-Place Setup Slack 4194 ps, Fin Clk Skew 12.59 ps, H-tree Lvls 3, total setup buffers inserted after CTS 0, Main logic family AND-OR/OR-AND gates, Critical Path Fanout Max 34
metal layers:
metal	part of all wire	vias to the layer above	global-route usage	wire (um)
met3	0.068	67	0.05555	4796
met1	0.47	10708	0.4489	33500
met2	0.44	705	0.4427	31300
met5	0	-	0	0
li1	-	11131	-	-
met4	0.015	0	0.04087	1073
report_power, final:
group          internal, uW  switching, uW  total [uW]
Sequential              220           8.27         228
Clock                  80.8           93.7         174
Combinational           109            122         231
Total                   409            224         633
Yosys cell counts, types with 30 or more instances:
cell type    n
nor4_1      46
ha_1       128
xnor2_1    169
nand2_1    263
nand2b_1    35
mux2_2      58
o21ai_0    120
xor2_1      79
nand3_1     79
a22oi_1     81
dfrtp_1     97
dlxtn_1    269
mux2i_1     33
inv_1      140
and3_1      42
a31oi_1     30
nand4_1     38
clkbuf_1   123
nor3_1     101
a21oi_1    216
a21o_1      44
nor2_1     383
fa_1        32
area by class of cell:
type,instances,area [um2]
fill,4367,21620
multi-input combinational,2434,16540
clock inverter,7,93.84
clock buffer,9,225.2
tap,615,769.5
inverter,144,543.0
sequential,380,6835
timing repair buffer,152,1416
flip-flops by register name (all words and copies together) (netlist names), 7 cells and up:
signal	flops
ed.Out_LR_pixel	8
gray.q	8
ed.error7	7
ed.Out_LL_pixel	8
ed.error5	7
ctrl.out_mem_addr	32
ctrl.in_mem_addr	32
ctrl.Center	32
ctrl.in_mem_addr_next	32
ed.Out_R_pixel	8
ctrl.errdif5	160
ed.q	8
ed.Out_LC_pixel	8
cells by family after synthesis:
logic type      Yosys count
mux                      96
compound gates          797
other cells               1
latches                 269
simple gates           1128
flops                   111
buf+inv                 301
fa+ha+maj               162
xor+xnor                250
metrics by stage:
step	cell area, um2	power (uW)	util	std cells	hold WS (ps)
2_1_floorplan	24510	392.2	-	3115	463.7
3_3_place_gp	26110	460.0	0.5434	3725	487.8
3_5_place_dp	26110	461.2	0.5434	3725	496.9
4_1_cts	26430	639.4	0.5501	3741	518.1
5_1_grt	26430	677.9	0.5501	3741	540.3
6_report	26430	633.0	0.5501	3741	512.2
worst max-delay path: cells and delay by family, from the launching register on:
kind | cells | cell delay (ps)
buffers and inverters | 3 | 930
and+or+nand+nor | 15 | 4700
adders and majority gates | 2 | 630
AOI/OAI and AO/OA | 30 | 9810
xor gates and xnor gates | 3 | 1080
muxes | 3 | 820
DFF | 1 | 720
path summary, 6_finish.rpt:
path | slack [ps] | end | startpoint | depth (start not counted)
worst max-delay path | 3880 | ctrl.Center[23] | ctrl.Center[6] | 56
worst min-delay path | 510 | ctrl.err_dif_addr[1] | ctrl.err_dif_addr[1] | 2
worst max register to register | 3880 | ctrl.Center[23] | ctrl.Center[6] | 56
worst min register to register | 510 | ctrl.err_dif_addr[1] | ctrl.err_dif_addr[1] | 2
max in group asynchronous | 16700 | ctrl.in_mem_addr_next[10] | rst | 3
min in group asynchronous | 4920 | gray.q[6] | rst | 2
placed cells by master, fill, tap and decap left out, types with 58 or more instances in the layout:
cell and count:
inv_1 140, a22oi_1 81, dlxtn_1 268, clkdlybuf4s50_1 110, nand2_1 261, dfrtp_1 97
nor3_1 100, xnor2_1 169, nor2_1 382, o21ai_0 120, mux2_2 58, ha_1 128
nand3_1 79, xor2_1 79, a21oi_1 216
Power and IR drop assume default switching activity.
