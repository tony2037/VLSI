==> flow/config.mk <==
export PLATFORM = sky130hd
export DESIGN_NAME = regfile
export DESIGN_NICKNAME = regfile
export VERILOG_FILES = /design/flow/design.v
export SDC_FILE = /design/flow/constraint.sdc
export NUM_CORES = 4
export LEC_CHECK = 1
export CORE_UTILIZATION = 30
==> flow/constraint.sdc <==
current_design regfile

set clk_period 19.0
set clk_io_pct 0.2

create_clock -name clk0 -period $clk_period [get_ports {clk}]

set non_clock_inputs [all_inputs -no_clocks]
set_input_delay [expr $clk_period * $clk_io_pct] -clock clk0 $non_clock_inputs
set_output_delay [expr $clk_period * $clk_io_pct] -clock clk0 [all_outputs]
==> flow/design.v <==
`timescale 1ns/10ps
module regfile (clk, rst, reg_enable, reg_write, src1_addr, src2_addr,
				write_addr, write_data, src1, src2);
input						clk;
input						rst;
input						reg_enable;
input 						reg_write;
input	[6-1:0]		src1_addr;
input	[6-1:0]		src2_addr;
input	[6-1:0]		write_addr;
input	[32-1:0]		write_data;
output	[32-1:0]		src1;
output	[32-1:0]		src2;
reg		[32-1:0]		src1;
reg		[32-1:0]		src2;
reg		[32-1:0]		REG	[64-1:0];
integer i;
always@(posedge clk)begin
	if(rst)begin
		for(i=0; i<64; i=i+1)
			REG[i] <= 32'b0;
		src1 <= 32'b0;
		src2 <= 32'b0;
		end
	else begin
		if(reg_enable)begin
			if(reg_write)begin
				REG[write_addr] <= write_data;
				end
			else begin
				src1 <= REG[src1_addr];
				src2 <= REG[src2_addr];
				end
			end
		else begin
			src1 <= 32'b0;
			src2 <= 32'b0;
			end
		end
	end
endmodule
==> flow/run.sh <==
#!/bin/bash
# OpenROAD 26Q1-2900-gdf79404cd8, Yosys 0.63+post, stock flow scripts
make -C /OpenROAD-flow-scripts/flow DESIGN_CONFIG=/design/flow/config.mk WORK_HOME=/design/flow/orfs finish
==> out/results.tsv <==
stage	metric	value	unit
place	Post-Place Setup Slack	9.32	ns
min_path	worst hold path class	reg2reg	
synthesis	dominant cell type by area after synthesis	edfxtp_1	
timing	final setup violation count	0	
timing	Min Hold Slack	0.544	ns
synthesis	synthesized area per cell	14.9	um2
synthesis	synth cell count leaders	and2_1 (2052), edfxtp_1 (2048), mux4_2 (917)	
synthesis	Mapped Cells	7503	
synthesis	Cell Area, Synth	112000	um2
worst_setup_path	CP Cell Sequence	buf_8 -> buf_4 -> buf_4 -> buf_4 -> buf_4 -> buf_4 -> buf_4 -> mux4_2 -> mux2i_1 -> nor3_1 -> a211oi_1 -> nand3_1	
floorplanning	Die Footprint	374000	um2
cells_and_area	post-route insts no fill	12576	
clock_network	Sink Count	2112	
route	Pre-antenna DRT Iters	6	
clock_network	TritonCTS Buffers	230	
floorplanning	site row count	223	
timing	min cycle time layout	8.71	ns
synthesis	synth top area cells	edfxtp_1 (55%), mux4_2 (19%), and2_1 (12%), mux2i_1 (3.6%), clkbuf_1 (1.8%)	
clock_network	hold_buf cts	0	
timing	setup TNS	0	ns
global_routing	largest net degree at the start of global routing	80	
timing	Relative slew margins	0.165	
synthesis	register area share after synthesis	0.563	
power_and_ir_drop	PwrDens	90.7	nW/um2
synthesis	XOR/XNOR Area Share	0	
timing	Final Hold Viols	0	
route	Vias per Instance	5.61	
clock_network	CTS tree	done	
place	dpl cells	12119	
global_routing	first-pass GRT wire length	610000	um
clock_network	CTS max path bufs	4	
synthesis	top area contributor share	0.551	
synthesis	cells in synth_stat.txt	7503	
worst_setup_path	CP peak stage delay	0.73	ns
timing	Final Worst Setup Slack	10.29	ns
timing	RSZ-0062 raised after global routing	no	
synthesis	yosys warning tally	1	
cells_and_area	post-route cell area	126000	um2
synthesis	yosys aoi share	0.0377	
worst_setup_path	most used cell, CP	buf_4	
place	PortBufs	117	
floorplanning	fp util	0.302	
synthesis	Post-synth EDFFs	2048	
global_routing	initial antenna violation count	51	
cells_and_area	Area Growth Syn to Fin	13.1	%
timing	Final period util	0.459	
global_routing	gr ovfl total	0	
route	Antenna Nets Post-Route	0	
worst_setup_path	Req. time, crit path	19.76	ns
floorplanning	Die Wd	612	um
clock_network	Skew-Pair Late Insertion Delay	0.93	ns
floorplanning	Die Y	612	um
worst_setup_path	critical path class	in2reg	
run	max_cap viols	0	
place	dpl cell area	118000	um2
cells_and_area	layout cells sized above 1	0.252	
power_and_ir_drop	VDD IR max	0.0725	mV
route	wire length per cell	35.5	um
route	Residual DRC	0	
place	RePlAce Congestion	0.979	
global_routing	vias in the first global route	76027	
floorplanning	core area	369000	um2
synthesis	Adder Area Share	0	
worst_setup_path	slowest library cell on the worst path	buf_4	
status	status	finished, final reports clean	
route	WL final	447000	um
route	DRT iter0 DRCs	5153	
worst_setup_path	R2R Setup Slk	16.04	ns
synthesis	Commonest flop	edfxtp_1	
floorplanning	Top-Level Pins	118	
synthesis	mux share	0.228	
clock_network	Reg clk slew, reported paths	0.06	ns
timing	Max Freq	115	MHz
synthesis	Async SR Flop Fraction	0	
clock_network	Post-CTS Setup Bufs	0	
synthesis	comb area leader	multiplexers	
worst_setup_path	startpoint types	input pin	
global_routing	total track usage	0.253	
timing	Tightest Pin Transition	1.24	ns
timing	Fin Clk Skew	0.0663	ns
run	Log Warnings	26	
clock_network	CTS root buf	clkbuf_16	
clock_network	post-cts resize count	0	
worst_setup_path	crit path max fanout	48	
synthesis	Yosys chip area	112000	um2
clock_network	htree depth	4	
power_and_ir_drop	LEAKAGE	42.8	nW
synthesis	AND/OR/NAND/NOR Cells, Area Fraction	0.138	
synthesis	Synth cell types	53	
worst_setup_path	CP arrival	9.48	ns
place	dpl hpwl	273000	um
synthesis	number of synthesized register bits	2112	
synthesis	Synth top cell by count	and2_1	
route	vias post-DR	70600	
worst_setup_path	critical path endpoint category	flip-flop	
timing	Slew Limit Fails	0	
[power by group]
| part | leakage [nW] | internal, mW | switching, mW | total (mW) |
|---|---|---|---|---|
| sequential | 20.0 | 5.34 | 0.138 | 5.48 |
| clock | 3.76 | 2.70 | 1.92 | 4.62 |
| combinational | 19.0 | 0.503 | 0.832 | 1.34 |
[flip-flops by register name, summed over array words and instances, names as in the netlist]
name,count
src1,32
REG,2048
src2,32
[final timing paths]
kind	from	endpoint	cells past startpoint
setup / recovery	src1_addr[0]	src1[3]	12
hold / removal	src1[0]	src1[0]	2
setup reg to reg	REG[47][24]	src2[24]	5
hold reg to reg	src1[0]	src1[0]	2
[cells by family after synthesis]
group,after synthesis
buf+inv,823
flops,2112
mux,1391
simple gates,2588
compound gates,589
[routing by layer]
layer,vias up,GRT usage,part of all wire
met5,-,0.0597,0.0056
met4,68,0.181,0.096
met3,1386,0.214,0.19
met2,5934,0.354,0.43
met1,34594,0.233,0.28
li1,28618,-,-
[cells in the final DEF, fill, tap and decap left out, types with 66 or more instances in the layout]
cell                n
and2_1           2051
edfxtp_1         2048
mux4_2            917
mux2i_1           406
buf_4             362
clkbuf_16         233
o22ai_1           163
nand2_1           134
o221ai_1          116
a21oi_1            99
nor2_1             94
clkdlybuf4s50_1    75
mux2_2             68
or2_2              66
[critical path: cells and delay by family]
family,cells,cell delay [ns]
muxes,2,0.73
and+or+nand+nor,2,0.17
AOI/OAI and AO/OA,1,0.24
buffers and inverters,7,4.29
[through the flow]
stage	utilization	total power [mW]
after floorplan	-	6.28
after global placement	0.320	6.85
after detailed placement	0.320	6.87
after CTS	0.341	11.4
after global routing	0.341	11.7
final	0.341	11.4
[final cells by class]
cell class / instances / area, um2
Tap cell: 4950 / 6190
Timing Repair Buffer: 483 / 3840
Sequential cell: 2112 / 62800
Fill cell: 34546 / 243000
Antenna cell: 34 / 85.1
Inverter: 6 / 32.5
Clock buffer: 290 / 6190
Multi-Input combinational cell: 4568 / 45500
Clock inverter: 133 / 1460
Power is estimated from default activity; no workload was simulated.
